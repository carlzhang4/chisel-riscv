`config.mk`:
```
export PLATFORM = sky130hd
export DESIGN_NAME = id_stage
export DESIGN_NICKNAME = id_stage
export VERILOG_FILES = /design/flow/design.v
export SDC_FILE = /design/flow/constraint.sdc
export NUM_CORES = 4
export LEC_CHECK = 1
export CORE_AREA = 10 10 130 130
export DIE_AREA = 0 0 140 140
```
`constraint.sdc`:
```
current_design id_stage

set clk_period 5.3
set clk_io_pct 0.2

create_clock -name clk0 -period $clk_period

set non_clock_inputs [all_inputs -no_clocks]
set_input_delay [expr $clk_period * $clk_io_pct] -clock clk0 $non_clock_inputs
set_output_delay [expr $clk_period * $clk_io_pct] -clock clk0 [all_outputs]
```
`design.v`:
```
`timescale 1ns / 1ps
module id_stage(
  input wire rst,
  input wire [31 : 0]inst,
  input wire [63 : 0]rs1_data,
  input wire [63 : 0]rs2_data,
  output wire rs1_r_ena,
  output wire [4 : 0]rs1_r_addr,
  output wire rs2_r_ena,
  output wire [4 : 0]rs2_r_addr,
  output wire rd_w_ena,
  output wire [4 : 0]rd_w_addr,
  output wire [4 : 0]inst_type,
  output wire [7 : 0]inst_opcode,
  output wire [63 : 0]op1,
  output wire [63 : 0]op2
);
wire [6  : 0]opcode;
wire [4  : 0]rd;
wire [2  : 0]func3;
wire [4  : 0]rs1;
wire [11 : 0]imm;
assign opcode = inst[6  :  0];
assign rd     = inst[11 :  7];
assign func3  = inst[14 : 12];
assign rs1    = inst[19 : 15];
assign imm    = inst[31 : 20];
wire inst_addi =   ~opcode[2] & ~opcode[3] & opcode[4] & ~opcode[5] & ~opcode[6]
                 & ~func3[0] & ~func3[1] & ~func3[2];
assign inst_type[4] = ( rst == 1'b1 ) ? 0 : inst_addi;
assign inst_opcode[0] = (  rst == 1'b1 ) ? 0 : inst_addi;
assign inst_opcode[1] = (  rst == 1'b1 ) ? 0 : 0;
assign inst_opcode[2] = (  rst == 1'b1 ) ? 0 : 0;
assign inst_opcode[3] = (  rst == 1'b1 ) ? 0 : 0;
assign inst_opcode[4] = (  rst == 1'b1 ) ? 0 : inst_addi;
assign inst_opcode[5] = (  rst == 1'b1 ) ? 0 : 0;
assign inst_opcode[6] = (  rst == 1'b1 ) ? 0 : 0;
assign inst_opcode[7] = (  rst == 1'b1 ) ? 0 : 0;
assign rs1_r_ena  = ( rst == 1'b1 ) ? 0 : inst_type[4];
assign rs1_r_addr = ( rst == 1'b1 ) ? 0 : ( inst_type[4] == 1'b1 ? rs1 : 0 );
assign rs2_r_ena  = 0;
assign rs2_r_addr = 0;
assign rd_w_ena   = ( rst == 1'b1 ) ? 0 : inst_type[4];
assign rd_w_addr  = ( rst == 1'b1 ) ? 0 : ( inst_type[4] == 1'b1 ? rd  : 0 );
assign op1 = ( rst == 1'b1 ) ? 0 : ( inst_type[4] == 1'b1 ? rs1_data : 0 );
assign op2 = ( rst == 1'b1 ) ? 0 : ( inst_type[4] == 1'b1 ? { {52{imm[11]}}, imm } : 0 );
endmodule
```
`run.sh`:
```
#!/bin/bash
# OpenROAD 26Q1-2900-gdf79404cd8, Yosys 0.63+post, stock flow scripts
make -C /OpenROAD-flow-scripts/flow DESIGN_CONFIG=/design/flow/config.mk WORK_HOME=/design/flow/orfs finish
```
==> reports/metrics.cfg <==
[cts]
cts_resized = 0
cts_setup_buffers = 0
hold_buffers = 0

[setup_path]
worstPathRequired_ps = 4240
cp_common_cell = clkdlybuf4s50_1
crit_chain = clkdlybuf4s50_1 -> or4_4 -> nor4_4 -> buf_4 -> clkdlybuf4s50_1
crit_fanout = 54
crit_slowest_cell = or4_4
timing.critical_path.arrival_ps = 3650
worst_setup_path_start_kind = primary input
crit_type = primary input to output port
slowest_delay_ps = 810
cp-end-kind = output port

[cells_and_area]
drive_above_1_share_pct = 9.20
final_area_um2 = 4020
register_area_um2 = 0
clkbuf_count = 0
flop-count = 0
syn_to_final_growth_pct = 98.0

[die]
chip_area_um2 = 19600
coreArea_um2 = 14000
floorplan.core_util_pct = 14.5
boundaryPins = 320
die_h_um = 140
rows = 43
fp.dieW_um = 140

[synth]
syn_avg_cell_area_um2 = 7.05
netlist_instances = 288
ys_warn_count = 4
ys_cells = 288
adder_share_pct = 0
ys_sh_mux_pct = 0
topCombFamilyByArea = simple AND/OR/NAND/NOR gates
synthMostInstantiatedCell = nand2b_1
yosys.area.top_type = nand2b_1
area_leaders = nand2b_1 (27%), buf_4 (27%), nor4_2 (18%)
top_area_share_pct = 26.8
synth_seq_share_pct = 0
xor_area_share_pct = 0
compound_area_share_pct = 0
top_cells_by_count = nand2b_1 (87), buf_4 (72), nor4_1 (57)
netlist_area_um2 = 2030
ys_chip_area_um2 = 2030
simple_gate_share_pct = 63.7
synth_cell_types = 10

[place]
dp_hpwl_um = 7480
gp_routability_congestion = 0.772
place_ws_ps = 549
port_buffers = 238
placed_area_um2 = 4020

[routing]
drc_errors = 0
ant_nets = 0
diodes = 0
wirelength_um = 9450
firstDrtPassIters = 4
vias = 2485
drt-initial-drc-count = 54
wire_per_inst_um = 15.4
vias_per_cell = 4.04

[min_path]
hold_path_class = primary input to output port

[final_timing]
slew_headroom_pct = 53.1
worst_slew_pin_slew_ps = 703
max_freq_mhz = 212
period_minus_slack_ps = 4710
rsz0062_at_grt = false
fin_crit_sh_pct = 88.8
hold_slack_ps = 3020
final-hold-violation-count = 0
setup_viol = 0
slew_viol_final = 0
setup_ws_ps = 592
fin_setup_tns_ps = 0

[pwr]
p_leak_nw = 1.16
ir_drop_v = 0.0000264
powerDensity_nw_per_um2 = 35.8

[flow_run]
drv_cap = 0
warnings = 98

[grt]
grt_pass1_vias = 2549
antenna_found_initial = 0
grt_usage_pct = 8.83
grt_max_degree = 62
grt_pass1_wl_um = 14600
grt_overflow = 0

[status]
status = complete, no violations

-- cell usage in the layout, fill, tap and decap left out --
| cell | Yosys | layout |
|---|---|---|
| nor4_2 | 30 | 30 |
| nand2b_4 | 0 | 1 |
| clkdlybuf4s50_1 | 0 | 237 |
| nor4_4 | 0 | 1 |
| or4_4 | 1 | 1 |
| or2_4 | 0 | 1 |
| nor4_1 | 57 | 56 |
| nand2b_1 | 87 | 86 |
| buf_4 | 72 | 5 |
| conb_1 | 1 | 16 |
| buf_2 | 6 | 1 |
-- final timing paths --
path | startpoint | endpoint | slack (ps) | cells past startpoint
setup / recovery | inst[13] | op2[23] | 590 | 5
hold / removal | inst[8] | rd_w_addr[1] | 3020 | 4
-- area by class of cell --
class	count	area [um^2]
timing repair buffer	243	2410
tap	180	225
fill	1456	9970
multi-input combinational	192	1380
-- layer usage --
layer | up-vias | global-route usage (%) | wire, um
met2 | 170 | 14.3 | 4140
met1 | 1094 | 10.4 | 3770
li1 | 1221 | - | -
met3 | 0 | 5.41 | 1540
met4 | 0 | 0 | 0
met5 | - | 0 | 0
-- cells by family after synthesis --
kind of cell / Yosys count
buf+inv: 111
simple gates: 176
other cells: 1
-- worst max-delay path, delay by kind of cell --
family                 cells  cell delay [ps]
buffers and inverters      3             1420
and+or+nand+nor            2             1140
-- where the power goes --
| group | switching [mW] | internal [mW] | total [mW] |
|---|---|---|---|
| registers | 0 | 0 | 0 |
| clock network | 0 | 0 | 0 |
| logic | 0.0608 | 0.0832 | 0.144 |
-- stage by stage --
stage	utilization (%)	instances	total power [mW]
finish	28.7	615	0.144
global route	28.7	615	0.157
CTS	28.7	615	0.146
detailed placement	28.7	615	0.145
global placement	28.7	615	0.144
floorplan	-	303	0.0721
Power and IR drop assume default switching activity.
